**design/flow/run.sh**
```bash
#!/bin/bash
# OpenROAD 26Q1-2900-gdf79404cd8, Yosys 0.63+post, stock flow scripts
make -C /OpenROAD-flow-scripts/flow DESIGN_CONFIG=/design/flow/config.mk WORK_HOME=/design/flow/orfs finish
```
**design/flow/config.mk**
```make
export PLATFORM = sky130hd
export DESIGN_NAME = avalon
export DESIGN_NICKNAME = avalon
export VERILOG_FILES = /design/flow/design.v
export SDC_FILE = /design/flow/constraint.sdc
export NUM_CORES = 4
export LEC_CHECK = 1
export CORE_AREA = 10 10 70 70
export DIE_AREA = 0 0 80 80
```
**design/flow/constraint.sdc**
```tcl
current_design avalon

set clk_period 1.1
set clk_io_pct 0.2

create_clock -name clk0 -period $clk_period [get_ports {clk}]

set non_clock_inputs [all_inputs -no_clocks]
set_input_delay [expr $clk_period * $clk_io_pct] -clock clk0 $non_clock_inputs
set_output_delay [expr $clk_period * $clk_io_pct] -clock clk0 [all_outputs]
```
**design/flow/design.v**
```verilog
module avalon (
    input wire clk,        
    input wire resetn,     
    output reg valid,      
    input wire ready,      
    output reg [7:0] data  
);
    parameter wait_fsm = 3'd0,        
              delay_cycle = 3'd1,     
              send4 = 3'd2,           
              send5 = 3'd3,           
              send6 = 3'd4,           
              finished = 3'd5;        
    reg [2:0] state, next_state;      
    always @(posedge clk or posedge resetn) begin
        if (resetn)
            state <= wait_fsm;       
        else
            state <= next_state;     
    end
    always @(*) begin
        case (state)
            wait_fsm: 
                next_state = (ready ? delay_cycle : wait_fsm);   
            delay_cycle: 
                next_state = send4;                               
            send4: 
                next_state = (ready ? send5 : send4);             
            send5: 
                next_state = (ready ? send6 : send5);             
            send6: 
                next_state = (ready ? finished : send6);          
            finished: 
                next_state = finished;                             
            default: 
                next_state = wait_fsm;                             
        endcase
    end
    always @(posedge clk or posedge resetn) begin
        if (resetn) begin
            valid <= 1'b0;       
            data  <= 8'd0;       
        end else begin
            case (state)
                send4: begin 
                    valid <= 1'b1;   
                    data <= 8'd4;    
                end
                send5: begin 
                    valid <= 1'b1;   
                    data <= 8'd5;    
                end
                send6: begin 
                    valid <= 1'b1;   
                    data <= 8'd6;    
                end
                default: begin
                    valid <= 1'b0;   
                    data <= 8'd0;    
                end
            endcase
        end
    end
endmodule
```
==> report_table.html <==
<!-- implementation run metrics -->
<table>
<tr><th>Metric</th><th>Value</th></tr>
<tr><th colspan="2">Run status</th></tr>
<tr><td>Run status</td><td>finished clean</td></tr>
<tr><th colspan="2">Worst setup path</th></tr>
<tr><td>Cell chain of the critical path</td><td>dlygate4sd2_1</td></tr>
<tr><td>Setup crit start kind</td><td>flop</td></tr>
<tr><td>Library cell contributing the largest single delay on the critical path</td><td>dfrtp_1</td></tr>
<tr><td>Data arrival time at the worst-slack endpoint</td><td>0.83 ns</td></tr>
<tr><td>Total number of cells along the worst setup path</td><td>1</td></tr>
<tr><td>WP data required</td><td>0.88 ns</td></tr>
<tr><td>Crit. Startpoint</td><td>valid</td></tr>
<tr><td>Buf+Inv Stages, Crit Path</td><td>1</td></tr>
<tr><td>Crit-path max FO</td><td>1</td></tr>
<tr><td>Critical R2R Capture</td><td>valid</td></tr>
<tr><td>Critical Setup Path Class</td><td>flop to output pin</td></tr>
<tr><td>Peak per-stage delay on the critical path</td><td>approximately 0.35 ns</td></tr>
<tr><td>Worst R2R Setup Slack</td><td>~0.21 ns</td></tr>
<tr><td>Cell count of the worst reg-to-reg path</td><td>1</td></tr>
<tr><td>CP top delay family</td><td>flip-flops</td></tr>
<tr><td>Type of element capturing the critical path</td><td>output pin</td></tr>
<tr><th colspan="2">Synth</th></tr>
<tr><td>Combined area of all synthesized cells</td><td>between 300 and 400 µm²</td></tr>
<tr><td>Flops after synth</td><td>9</td></tr>
<tr><td>Sequential fraction of the synthesis area</td><td>67.0%</td></tr>
<tr><td>Cell count after synthesis</td><td>26</td></tr>
<tr><td>Synthesized area per cell</td><td>around 13 µm²</td></tr>
<tr><td>Cell variety after synth</td><td>12</td></tr>
<tr><td>Cell total in the yosys stat output</td><td>26</td></tr>
<tr><td>Chip area estimate from yosys synthesis</td><td>roughly 340 µm²</td></tr>
<tr><td>Proportion of netlist area held by the largest area contributor</td><td>59.3%</td></tr>
<tr><td>Main area contributors</td><td>dfrtp_1 (59%), buf_4 (11%), dfstp_2 (7.8%)</td></tr>
<tr><td>Cell accounting for the most synthesized area</td><td>dfrtp_1</td></tr>
<tr><td>Yosys warns</td><td>1</td></tr>
<tr><th colspan="2">Clocking</th></tr>
<tr><td>Number of resized instances in the post-cts repair step</td><td>4</td></tr>
<tr><td># Post-CTS Setup Buffers</td><td>0</td></tr>
<tr><td>Maximum clock insertion buffer count</td><td>2</td></tr>
<tr><td>CTS tree</td><td>yes</td></tr>
<tr><td>CTS sink cnt</td><td>9</td></tr>
<tr><td>Clk Tree Root Cell</td><td>clkbuf_4</td></tr>
<tr><td>Clock transition at the registers of the reported paths</td><td>0.06 ns</td></tr>
<tr><td>Count of hold-fix buffers inserted at cts</td><td>0</td></tr>
<tr><td>H-Tree Depth</td><td>1</td></tr>
<tr><td>Worst skew pair latency</td><td>0.25 ns</td></tr>
<tr><td>TritonCTS Buffers</td><td>3</td></tr>
<tr><th colspan="2">Power</th></tr>
<tr><td>Internal</td><td>roughly 480 µW</td></tr>
<tr><td>Sequential cell fraction of total power</td><td>56.3%</td></tr>
<tr><td>Reported leakage power</td><td>approximately 0.24 nW</td></tr>
<tr><td>Sw Ratio</td><td>18.8%</td></tr>
<tr><td>Fraction of power consumed by the clock network</td><td>40.6%</td></tr>
<tr><td>Power per unit of standard cell area</td><td>1310 nW/µm²</td></tr>
<tr><td>Max VDD drop</td><td>about 0.56 mV</td></tr>
<tr><td>Combinational Power Share</td><td>around 3.1%</td></tr>
<tr><td>Total chip power</td><td>589 µW</td></tr>
<tr><td>Total net switching power</td><td>around 110 µW</td></tr>
<tr><th colspan="2">Worst hold path</th></tr>
<tr><td>Hold/Removal Path Class</td><td>input pin to async pin</td></tr>
<tr><th colspan="2">Finish</th></tr>
<tr><td>Dominant logic cell type in the layout</td><td>dfrtp_1</td></tr>
<tr><td>Fraction of final layout cells with drive strength greater than 1</td><td>15.2%</td></tr>
<tr><td>Top library cells by usage in the layout, fill and taps aside</td><td>dfrtp_1 (8), conb_1 (5), clkbuf_4 (3), clkdlybuf4s15_1 (3)</td></tr>
<tr><td>Area added between synthesis and finish</td><td>33.3%</td></tr>
<tr><td>Finished Cell Area</td><td>450 µm²</td></tr>
<tr><td>Final Util</td><td>13.2%</td></tr>
<tr><th colspan="2">Global routing</th></tr>
<tr><td>Pin count of the biggest net entering global routing</td><td>10</td></tr>
<tr><td>Aggregate global routing overflow</td><td>0</td></tr>
<tr><td>GRT Total Usage</td><td>1.75%</td></tr>
<tr><td>Wire length of the first global-routing pass</td><td>883 µm</td></tr>
<tr><td>Vias in the first global route</td><td>205</td></tr>
<tr><td>Initial antenna violation count</td><td>0</td></tr>
<tr><th colspan="2">Placed design</th></tr>
<tr><td>Sum of net half-perimeters after detailed placement</td><td>~440 µm</td></tr>
<tr><td># port buffers</td><td>6</td></tr>
<tr><td>Placed standard-cell area</td><td>425 µm²</td></tr>
<tr><td>Final weighted congestion of routability-driven global placement</td><td>0.672</td></tr>
<tr><th colspan="2">Drt</th></tr>
<tr><td>Number of design-rule violations left by the first detailed-router iteration</td><td>16</td></tr>
<tr><td>Number of detailed-route iterations in the first pass</td><td>2</td></tr>
<tr><td>Total wire length</td><td>539 µm</td></tr>
<tr><td>DRC</td><td>0</td></tr>
<tr><td>Final antenna-violating net count</td><td>0</td></tr>
<tr><td>Average wire length per cell after detail routing</td><td>6.82 µm</td></tr>
<tr><td>Ratio of routed vias to standard cells</td><td>around 2.2</td></tr>
<tr><td>Diodes inserted</td><td>0</td></tr>
<tr><td>Routed via count</td><td>176</td></tr>
<tr><th colspan="2">Final timing</th></tr>
<tr><td>Timing-limited maximum frequency</td><td>roughly 950 MHz</td></tr>
<tr><td>Number of failing setup endpoints in the final timing report</td><td>0</td></tr>
<tr><td>Final Hold Violating Endpoints</td><td>0</td></tr>
<tr><td>Clock period minus final worst setup slack</td><td>1.05 ns</td></tr>
<tr><td>Final period utilization</td><td>95.6%</td></tr>
<tr><td>Setup TNS</td><td>0 ns</td></tr>
<tr><td>Worst clock skew</td><td>0.00430 ns</td></tr>
<tr><td>Setup repair after global routing missed its margin</td><td>false</td></tr>
<tr><td>Max-slew violations</td><td>0</td></tr>
<tr><th colspan="2">Floorplan</th></tr>
<tr><td>Die boundary width</td><td>80 µm</td></tr>
<tr><td>Floorplan die height</td><td>80 µm</td></tr>
<tr><td># rows</td><td>21</td></tr>
<tr><td>Core area</td><td>3420 µm²</td></tr>
<tr><td>Number of I/O pins</td><td>12</td></tr>
<tr><td>Floorplan die area</td><td>about 6400 µm²</td></tr>
<tr><td>Starting density of the core</td><td>9.89%</td></tr>
<tr><th colspan="2">Flow run</th></tr>
<tr><td>Max-cap viol count</td><td>0</td></tr>
<tr><td>Number of warnings in the stage logs</td><td>25</td></tr>
</table>
-- final cells by class --
class                   instances  area [µm²]
multi-input cells              12        73.8
inverters                       2        7.51
repair buffers                  6        58.8
fillers                       400        2970
clock buffers                   4        26.3
well taps                      46        57.6
flip-flops and latches          9         226
-- logic make-up (layout without fill, tap and decap cells) --
kind of cell           Yosys count  count (layout)  share of synthesized area [%]
muxes                            2               2                           6.67
and+or+nand+nor                  4               4                           7.41
DFF                              9               9                           67.0
AOI/OAI and AO/OA                1               1                           2.22
buffers and inverters            9              12                           15.6
other                            1               5                           1.11
-- stage by stage --
stage	hold WS, ns	worst slack [ns]	cells
after floorplan	0.0472	0.256	30
after global placement	0.410	-0.121	75
after detailed placement	0.417	-0.160	75
after CTS	0.237	0.0126	79
after global routing	0.273	0.00348	79
final	0.233	0.0479	79
-- cells in the mapped netlist --
cell type and number:
conb_1 1, buf_4 5, mux2_1 1, and2_1 1
dfstp_2 1, or3_1 2, clkbuf_1 2, inv_1 2
mux2_2 1, nor2b_1 1, a21o_1 1, dfrtp_1 8
-- power groups by stage --
| stage | sequential [mW] | combinational (mW) | clock [mW] |
|---|---|---|---|
| after global routing | 0.331 | 0.0218 | 0.278 |
| final | 0.331 | 0.0181 | 0.239 |
| after CTS | 0.331 | 0.0194 | 0.254 |
-- metal layers --
layer | global-route usage (%) | wire length (µm) | vias to the layer above
met2 | 2.09 | 169 | 10
met5 | 0 | 0 | -
li1 | - | - | 84
met4 | 0.176 | 0 | 0
met3 | 1.93 | 101 | 0
met1 | 2.10 | 268 | 82
-- worst max path at each step --
stage         endpoint  slack [ns]
finish           valid        0.05
global route     valid       0.003
CTS            data[0]        0.01
Power figures rest on the tool's default switching activity, not on a simulated workload.
